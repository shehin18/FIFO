--- run.sh ---
#!/bin/bash
# OpenROAD 26Q1-2900-gdf79404cd8, Yosys 0.63+post, stock flow scripts
make -C /OpenROAD-flow-scripts/flow DESIGN_CONFIG=/design/flow/config.mk WORK_HOME=/design/flow/orfs finish
--- design.v ---
`timescale 1 ns/10 ps
module fifo ( o_rd_data,
	      o_full,
	      o_empty,
	      i_wr_data,
	      i_wr_en,
	      i_wr_clk,
	      i_wr_rst_n,
	      i_rd_en,
	      i_rd_clk,
	      i_rd_rst_n);
parameter DATASIZE    = 8;
parameter ADDRSIZE    = 4;
parameter MEM_DEPTH   = 16;
input  [DATASIZE-1:0] i_wr_data;	 
input                 i_wr_clk;        
input                 i_wr_rst_n;	 
input                 i_wr_en;	 
input                 i_rd_clk;	 
input                 i_rd_rst_n;	 
input                 i_rd_en;	 
output [DATASIZE-1:0] o_rd_data;	 
output                o_full;	 
output                o_empty;        
wire   [ADDRSIZE-1:0] wr_addr_s;        
wire   [ADDRSIZE-1:0] rd_addr_s;	 
wire   [ADDRSIZE:0]   wr_ptr_s;	 
wire   [ADDRSIZE:0]   rd_ptr_s;	 
wire   [ADDRSIZE:0]   wr_ptr_clx;	 
wire   [ADDRSIZE:0]   rd_ptr_clx;        
wire                  sync_wr_rst;        
wire                  sync_rd_rst;        
reset_sync     u_rd_reset_sync  (.i_clk(i_rd_clk),
                                 .i_rst_n(i_rd_rst_n),
                                 .o_sync_rst(sync_rd_rst)     
                                );
reset_sync     u_wr_reset_sync  (.i_clk(i_wr_clk),
                                 .i_rst_n(i_wr_rst_n),
                                 .o_sync_rst(sync_wr_rst)
                                );
sync_ptr_clx   #( .ADDRSIZE(ADDRSIZE))
               u_sync_rd2wr_clx (.o_ptr_clx(rd_ptr_clx), 
		                 .i_ptr(rd_ptr_s),
 		                 .i_clk(i_wr_clk), 
		                 .i_rst_n(sync_wr_rst)
                                );
sync_ptr_clx   #( .ADDRSIZE(ADDRSIZE))
               u_sync_wr2rd_clx (.o_ptr_clx(wr_ptr_clx), 
		                 .i_ptr(wr_ptr_s),
		                 .i_clk(i_rd_clk), 
		                 .i_rst_n(sync_rd_rst) 
			        );
fifo_mem       #( .DATASIZE(DATASIZE), .ADDRSIZE(ADDRSIZE), .MEM_DEPTH(MEM_DEPTH))
               u_fifo_mem       (.o_rd_data(o_rd_data), 
		                 .i_wr_data(i_wr_data),
 		                 .i_wr_addr(wr_addr_s), 
		                 .i_rd_addr(rd_addr_s) ,
     		                 .i_wr_en(i_wr_en), 
		                 .i_full(o_full),
 		                 .i_wr_rst_n(sync_wr_rst),
                                 .i_wr_clk(i_wr_clk)
		                );
fifo_empty     #( .ADDRSIZE(ADDRSIZE))
               u_fifo_empty     (.o_empty(o_empty),
 		                 .o_rd_addr(rd_addr_s),
 		                 .o_rd_ptr(rd_ptr_s), 
		                 .i_wr_ptr_clx(wr_ptr_clx),
		                 .i_rd_en(i_rd_en),
		                 .i_rd_clk(i_rd_clk),
 	                         .i_rd_rst_n(sync_rd_rst)
		                );
fifo_full      #( .ADDRSIZE(ADDRSIZE))
               u_fifo_full      (.o_full(o_full),
		                 .o_wr_addr(wr_addr_s),
		                 .o_wr_ptr(wr_ptr_s), 
		                 .i_rd_ptr_clx(rd_ptr_clx),
		                 .i_wr_en(i_wr_en), 
		                 .i_wr_clk(i_wr_clk) ,
		                 .i_wr_rst_n(sync_wr_rst)
		                );
endmodule
`timescale 1 ns/10 ps
module fifo_empty ( i_rd_clk                     ,
                    i_rd_rst_n                   ,
                    i_rd_en                      ,
                    i_wr_ptr_clx                 ,
                    o_empty                      ,
                    o_rd_addr                    ,
                    o_rd_ptr
                  )                              ;
parameter   ADDRSIZE = 4                         ;     
input                       i_rd_clk             ;     
input                       i_rd_rst_n           ;     
input                       i_rd_en              ;     
input      [ADDRSIZE : 0]   i_wr_ptr_clx         ;     
output reg                  o_empty              ;     
output     [ADDRSIZE-1 : 0] o_rd_addr            ;     
output reg [ADDRSIZE   : 0] o_rd_ptr             ;     
reg        [ADDRSIZE : 0]   rd_bin_r             ;     
reg                         empty_r              ;     
wire       [ADDRSIZE : 0]   rd_gray_next_s       ;     
wire                        empty_s              ;     
wire       [ADDRSIZE : 0]   rd_bin_next_s        ;     
always @(posedge i_rd_clk or negedge i_rd_rst_n)
begin
   if (!i_rd_rst_n)
   begin
      rd_bin_r  <= 5'b0                                               ;
      o_rd_ptr  <= 5'b0                                               ;
   end
   else
   begin
      rd_bin_r  <= rd_bin_next_s                                      ;
      o_rd_ptr  <= rd_gray_next_s                                     ;
   end
end
assign o_rd_addr = rd_bin_r[ADDRSIZE-1:0]                             ;
assign rd_bin_next_s = {rd_bin_r + (i_rd_en & !empty_r)}              ;
assign rd_gray_next_s = (rd_bin_next_s >> 1) ^ rd_bin_next_s          ;
assign empty_s = (rd_gray_next_s == i_wr_ptr_clx)                     ;
always @(posedge i_rd_clk or negedge i_rd_rst_n)
begin 
   if (!i_rd_rst_n) 
      o_empty <= 1'b1                                                 ;
   else 
      o_empty <= empty_s                                              ;
end
always @(posedge i_rd_clk or negedge i_rd_rst_n)
begin 
   if (!i_rd_rst_n) 
      empty_r <= 1'b1                                                 ;
   else 
      empty_r <= empty_s                                              ;
end
endmodule
`timescale 1 ns/10 ps
module fifo_full ( i_wr_clk                      ,
                   i_wr_rst_n                    ,
                   i_wr_en                       ,
                   i_rd_ptr_clx                  ,
                   o_full                        ,
                   o_wr_addr                     ,
                   o_wr_ptr
                 )                               ;
parameter   ADDRSIZE = 4                         ;     
input                       i_wr_clk             ;     
input                       i_wr_rst_n           ;     
input                       i_wr_en              ;     
input      [ADDRSIZE : 0]   i_rd_ptr_clx         ;     
output reg                  o_full               ;     
output     [ADDRSIZE-1 : 0] o_wr_addr            ;     
output reg [ADDRSIZE   : 0] o_wr_ptr             ;     
reg        [ADDRSIZE : 0]   wr_bin_r             ;     
reg                         full_r               ;     
wire       [ADDRSIZE : 0]   wr_gray_next_s       ;     
wire       [ADDRSIZE : 0]   wr_bin_next_s        ;     
wire                        full_s               ;     
always @(posedge i_wr_clk or negedge i_wr_rst_n )
begin
   if (!i_wr_rst_n)
   begin
      wr_bin_r  <= 5'b0                                                                      ;
      o_wr_ptr  <= 5'b0                                                                      ;
   end
   else
   begin
      wr_bin_r  <=  wr_bin_next_s                                                            ;
      o_wr_ptr  <=  wr_gray_next_s                                                           ;
   end
end
assign o_wr_addr      = wr_bin_r[ADDRSIZE-1:0]                                               ;
assign wr_bin_next_s  = {wr_bin_r + (i_wr_en & !full_r)}                                     ;
assign wr_gray_next_s = (wr_bin_next_s >> 1) ^ wr_bin_next_s                                 ;
assign full_s         = ((wr_gray_next_s[ADDRSIZE]     != i_rd_ptr_clx[ADDRSIZE] ) &&
                         (wr_gray_next_s[ADDRSIZE-1]   != i_rd_ptr_clx[ADDRSIZE-1]) &&
                         (wr_gray_next_s[ADDRSIZE-2:0] == i_rd_ptr_clx[ADDRSIZE-2:0]))       ;        
always @(posedge i_wr_clk or negedge i_wr_rst_n )
begin 
   if (!i_wr_rst_n) 
      o_full <= 1'b0                                                                         ;
   else 
      o_full <= full_s                                                                       ;
end
always @(posedge i_wr_clk or negedge i_wr_rst_n)
begin 
   if (!i_wr_rst_n) 
      full_r <= 1'b0                                                                         ;
   else 
      full_r <= full_s                                                                       ;
end
endmodule
`timescale 1 ns/10 ps
module fifo_mem ( o_rd_data                                 ,          
                  i_full                                    ,          
                  i_wr_data                                 ,          
                  i_wr_clk                                  ,          
                  i_wr_en                                   ,          
                  i_wr_addr                                 ,          
                  i_rd_addr                                 ,          
                  i_wr_rst_n                                           
                )                                           ;
parameter DATASIZE     = 8                                  ;	       
parameter ADDRSIZE     = 4                                  ;	       
parameter MEM_DEPTH    = 16                                 ;          
input  [DATASIZE-1:0] i_wr_data                             ;	       
input                 i_wr_clk                              ;          
input                 i_wr_rst_n                            ;          
input                 i_wr_en                               ;          
input  [ADDRSIZE-1:0] i_wr_addr                             ;	       
input  [ADDRSIZE-1:0] i_rd_addr                             ;	       
input                 i_full                                ;          
output [DATASIZE-1:0] o_rd_data                             ;          
wire wr_en_r                                                ;          
reg [DATASIZE-1:0] mem [MEM_DEPTH-1:0]                      ;         
assign wr_en_r = (i_wr_en && !i_full)                       ;
always @(posedge i_wr_clk or negedge i_wr_rst_n)
begin
   if (!i_wr_rst_n)
   begin
      mem[0]  <= 8'b0                                       ;
      mem[1]  <= 8'b0                                       ;
      mem[2]  <= 8'b0                                       ;
      mem[3]  <= 8'b0                                       ;
      mem[4]  <= 8'b0                                       ;
      mem[5]  <= 8'b0                                       ;
      mem[6]  <= 8'b0                                       ;
      mem[7]  <= 8'b0                                       ;
      mem[8]  <= 8'b0                                       ;
      mem[9]  <= 8'b0                                       ;
      mem[10] <= 8'b0                                       ;
      mem[11] <= 8'b0                                       ;
      mem[12] <= 8'b0                                       ;
      mem[13] <= 8'b0                                       ;
      mem[14] <= 8'b0                                       ;
      mem[15] <= 8'b0                                       ;
   end
   else 
   begin
      if (wr_en_r) 
         mem[i_wr_addr] <= i_wr_data                        ;
   end
end
assign o_rd_data = mem[i_rd_addr]                           ;
endmodule
`timescale 1 ns/10 ps
module reset_sync  ( o_sync_rst                         ,  
                     i_clk                              ,  
                     i_rst_n                               
                   )                                    ;
input      i_clk                                        ;  
input      i_rst_n                                      ;  
output reg o_sync_rst                                   ;  
reg        syncrst_reg                                  ;  
always @(posedge i_clk or negedge i_rst_n)
begin
   if (!i_rst_n)
   begin
      syncrst_reg <= 1'b0                               ;   
      o_sync_rst  <= 1'b0                               ;
   end
   else 
   begin
      syncrst_reg <= 1'b1                               ;   
      o_sync_rst  <= syncrst_reg                        ; 
   end
end
endmodule
`timescale 1 ns/10 ps
module sync_ptr_clx   ( o_ptr_clx                  ,
                        i_ptr                      , 
                        i_clk                      ,
                        i_rst_n 
                      )                            ;
parameter  ADDRSIZE = 4                            ;       
input                   i_clk                      ;       
input                   i_rst_n                    ;       
input      [ADDRSIZE:0] i_ptr                      ;       
output reg [ADDRSIZE:0] o_ptr_clx                  ;       
reg        [ADDRSIZE:0] ptr_clx_r                  ;       
always @(posedge i_clk or negedge i_rst_n)
begin
   if (!i_rst_n) 
   begin
      o_ptr_clx <= 5'b0                            ;
      ptr_clx_r <= 5'b0                            ;
   end  
   else 
   begin
      ptr_clx_r <= i_ptr                           ;
      o_ptr_clx <= ptr_clx_r                       ;
   end
end
endmodule
--- constraint.sdc ---
current_design fifo

set clk_period 9.0
set clk_io_pct 0.2

create_clock -name clk0 -period $clk_period [get_ports {i_rd_clk}]
create_clock -name clk1 -period $clk_period [get_ports {i_wr_clk}]

set non_clock_inputs [all_inputs -no_clocks]
set_input_delay [expr $clk_period * $clk_io_pct] -clock clk0 $non_clock_inputs
set_output_delay [expr $clk_period * $clk_io_pct] -clock clk0 [all_outputs]
--- config.mk ---
export PLATFORM = sky130hd
export DESIGN_NAME = fifo
export DESIGN_NICKNAME = fifo
export VERILOG_FILES = /design/flow/design.v
export SDC_FILE = /design/flow/constraint.sdc
export NUM_CORES = 4
export LEC_CHECK = 1
export CORE_UTILIZATION = 50
==> Slide: Implementation Results <==
Synthesis and Place & Route Summary

Status
  – Status: finished, final reports clean

Worst setup path
  – Max stage delay on crit path: 0.53 ns
  – CP Capture Type: primary output
  – CP Launch Type: flop
  – Worst-path fanout max: 53
  – Cells along the critical path: buf_4 > nor2b_1 > a22oi_1 > o221ai_1 > a2bb2oi_1 > o32a_1 > clkdlybuf4s50_1
  – Worst path top cell family by delay: buffers and inverters
  – Reg2reg path depth: 8
  – Crit path buf inv count: 2
  – Worst EP arrival: 2.70 ns
  – Crit Path Class: flop to primary output
  – Slowest CP cell: buf_4
  – Worst Path Required: 7.20 ns
  – Worst path depth: 7

Die
  – Die area: 0.0158 mm^2
  – Starting density of the core: 51.8%
  – Core area: 0.0148 mm^2
  – # IOs: 24
  – Chip Width: 126 um
  – Die span in y: 126 um
  – Rows: 44

Synth
  – Cell type with the largest total area: dfrtp_1
  – Synthesis area per yosys: 0.00765 mm^2
  – Post-Synthesis Cells: 580
  – Synthesized area per cell: 13.2 um^2
  – Unique cell type count in the Yosys netlist: 53
  – Cells in synth_stat.txt: 580
  – Biggest area cells: dfrtp_1 56%, mux2_2 20%, mux2i_1 2.4%, nand2_1 1.7%, xnor2_1 1.5%
  – Max-area cell share: 56.0%
  – Mapped cell area: 0.00765 mm^2
  – Fraction of registers with async set/reset: 100%
  – Post-synth seq share: 56.3%
  – EDFF count, synth: 0
  – Synth Register Bits: 172
  – YS warnings: 6
  – Prevailing post-synth register cell: dfrtp_1

Clock network
  – # Post-CTS Setup Buffers: 0
  – CTS tree: built
  – # hold bufs at CTS: 0
  – Clock transition at path regs: 0.06 ns
  – Post-CTS sizing: 0
  – Clock sinks: 172

Power and ir drop
  – LEAKAGE: 3.79 nW
  – Design Power: 0.00347 W
  – Part of the power in registers: 38.6%
  – Combinational power share: 37.5%
  – Switch share: 32.3%
  – NetSw: 0.00112 W
  – Power per cell area: 397 mW/mm^2
  – Peak supply drop: 0.000159 V
  – Clock network fraction of total power: 23.9%
  – Internal power: 0.00235 W

Global route
  – Initial antenna violation count: 0
  – Vias in the first global route: 4849
  – Busiest grt layer: met1
  – Pin count of the biggest net entering global routing: 54
  – Met1 Use GR: 41.8%
  – All-Layer GR Usage: 26.0%
  – Met3 Track Usage GR: 8.96%
  – Overflow after GRT: 0
  – First-pass GRT wire length: 29000 um
  – Met2 Use GR: 36.6%

Finish
  – Layout cells sized above 1: 31.3%
  – Area growth from synthesis to layout: 14.3%
  – Fillers: 1161
  – Most flops, register: u_fifo_mem.mem
  – Max FFs per register: 128

Drt
  – Routed Antenna Nets: 0
  – DR pass1 iterations: 20
  – First-iteration detailed-routing DRC count: 298
  – DRC: 0
  – Routed WL per cell: 22.4 um
  – WL final: 18000 um
  – Ant. Diodes: 0
  – Vias per Instance: 5.92
  – Vias: 4763

Min path
  – Hold path depth: 0
  – Hold Crit Class: flop to flop

Final timing
  – Worst setup margin: 4.50 ns
  – Clock skew: 0.00617 ns
  – Final setup violation count: 0
  – Final setup TNS: 0 ns
  – Worst-Margin Slew: 0.784 ns
  – Fin. max-slew vios: 0
  – Max_slew headroom: 47.7%
  – Hold Vio Cnt, Final: 0
  – RSZ-0062 raised after global routing: false

Placement
  – Detailed Place HPWL: 11200 um
  – GPL Wtd Cong: 0.853
  – Setup Slack @ Placement: 4.63 ns
  – Port bufs: 22

Job
  – Max Cap Viol: 0
  – OpenROAD warnings: 27
-- Yosys cell counts (7+ instances only) --
cell and count:
dfrtp_1 171, mux2_2 134, nand2_1 35, mux2i_1 18, nor2_1 17, o21ai_0 16
nor2b_1 15, buf_2 13, xnor2_1 13, nand3_1 12, a22oi_1 10, clkbuf_1 10
a21oi_1 9, xor2_1 9, a31oi_1 7
-- worst register-to-register path: stages, from the launching register on --
cell     delay, ns
dfrtp_1       0.37
nor2b_1       0.36
ha_1          0.32
ha_1          0.28
nor2b_1       0.07
mux2_2        0.25
a21oi_1       0.28
xnor3_1       0.27
nor4_1        0.19
-- final cells by class --
| class | instances | area (um^2) | area share [%] |
|---|---|---|---|
| Clock buffer | 25 | 539 | 6.17 |
| Inverter | 6 | 22.5 | 0.258 |
| Tap cell | 184 | 230 | 2.63 |
| Multi-Input combinational cell | 373 | 3170 | 36.3 |
| Timing Repair Buffer | 34 | 310 | 3.55 |
| Sequential cell | 172 | 4310 | 49.3 |
| Clock inverter | 10 | 156 | 1.79 |
-- cell families (layout without fill, tap and decap cells) --
family | count (synthesis) | after routing | share of synthesized area, %
flip-flops | 172 | 172 | 56.3
multiplexers | 155 | 155 | 23.0
AND/OR/NAND/NOR | 112 | 112 | 7.54
adder cells (fa/ha/maj) | 5 | 5 | 0.818
buffers and inverters | 36 | 75 | 2.29
other | 1 | 2 | 0.0490
AND-OR/OR-AND | 74 | 74 | 6.79
XOR/XNOR | 25 | 25 | 3.24
-- power groups by stage --
stage | sequential (W) | combinational (W) | clock (W)
after global routing | 0.00139 | 0.00142 | 0.000878
after CTS | 0.00134 | 0.00131 | 0.000845
final | 0.00134 | 0.00130 | 0.000828
-- stage by stage --
step	std cells	utilization, %	instance area, um^2	hold slack [ns]
floorplan	581	-	7650	0.253
global placement	769	54.5	8050	0.307
detailed placement	769	54.5	8050	0.309
CTS	804	59.2	8740	0.205
global route	804	59.2	8740	0.218
finish	804	59.2	8740	0.205
-- placed cells by master (no fill, tap or decap), types with 3 or more instances in the layout --
| master | instances |
|---|---|
| nor2_1 | 17 |
| a32oi_1 | 4 |
| xor2_1 | 9 |
| o32a_1 | 6 |
| inv_1 | 5 |
| a221oi_1 | 3 |
| o21ai_0 | 16 |
| clkbuf_16 | 20 |
| buf_4 | 12 |
| nand2_1 | 35 |
| ha_1 | 5 |
| dfrtp_1 | 168 |
| a22oi_1 | 10 |
| nand3_1 | 12 |
| nor2b_1 | 15 |
| or3_1 | 3 |
| mux2i_1 | 18 |
| clkbuf_1 | 3 |
| bufinv_16 | 4 |
| nand4_1 | 3 |
| nor3b_1 | 4 |
| mux2_2 | 134 |
| nor3_1 | 4 |
| mux4_2 | 3 |
| clkdlybuf4s50_1 | 22 |
| a31oi_1 | 7 |
| a21oi_1 | 9 |
| xnor2_1 | 13 |
| and3_1 | 5 |
| nand2b_1 | 4 |
| clkinv_2 | 4 |
| o22ai_1 | 5 |
-- path summary, 6_finish.rpt --
path                                                from                            end  slack (ns)
max                             u_fifo_empty.rd_bin_r[0]                   o_rd_data[4]        4.50
min                             u_fifo_empty.o_rd_ptr[2]  u_sync_rd2wr_clx.ptr_clx_r[2]        0.21
max reg2reg                           u_fifo_full.o_full             u_fifo_full.o_full        6.51
min reg2reg                     u_fifo_empty.o_rd_ptr[2]  u_sync_rd2wr_clx.ptr_clx_r[2]        0.21
max in group clk1                                i_wr_en             u_fifo_full.o_full        5.03
max in group asynchronous                     i_rd_rst_n    u_rd_reset_sync.syncrst_reg        7.18
min in group asynchronous     u_wr_reset_sync.o_sync_rst           u_fifo_mem.mem[8][7]        0.30
min in group clk0          u_sync_wr2rd_clx.ptr_clx_r[4]  u_sync_wr2rd_clx.o_ptr_clx[4]        0.35
-- layer usage --
metal,share of wire (%),wire [um]
met1,45,8100
met2,45,8120
met3,8.2,1490
met4,1.8,317
met5,0,0
Power is estimated from default activity; no workload was simulated.
